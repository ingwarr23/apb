==> design.v <==
module AMBA_APB(
  input logic pclk,
  input logic prst_n,
  input logic [4:0] paddr,
  input logic pselx,
  input logic penable,
  input logic pwrite,
  input logic [31:0] pwdata,
  output logic pready,
  output logic [31:0] prdata
);
  reg [31:0] mem[31:0];
  typedef enum {
    IDLE    = 0,
    SETUP   = 1,
    ACCESS  = 2,
    XXX     = 3
  } state_e;
  state_e state, next;
  always_ff @(posedge pclk or negedge prst_n) begin
    if (!prst_n) begin
      state <= IDLE;
      pready <= 0;
      prdata <= 0;
    end
    else begin
      state <= XXX;
      pready <= 0;
      case (state)
        IDLE: begin
          if (pselx & !penable) begin
            state <= SETUP;
          end
          else begin
            state <= IDLE;
          end
        end
        SETUP: begin
          if (penable & pselx)  begin
            state <= ACCESS;
          end
          else begin
            state <= XXX;
          end
        end
        ACCESS: begin
          if (pwrite) begin
            mem[paddr] <= pwrite ? pwdata : mem[paddr];
          end
          else begin
            prdata     <= mem[paddr];
          end
          pready <= 1;
          state <= IDLE;
        end
        default: begin
          next = IDLE;
        end
      endcase
    end
  end
endmodule
==> run.sh <==
#!/bin/bash
# OpenROAD 26Q1-2900-gdf79404cd8, Yosys 0.63+post, stock flow scripts
make -C /OpenROAD-flow-scripts/flow DESIGN_CONFIG=/design/flow/config.mk WORK_HOME=/design/flow/orfs finish
==> config.mk <==
export PLATFORM = sky130hd
export DESIGN_NAME = AMBA_APB
export DESIGN_NICKNAME = AMBA_APB
export VERILOG_FILES = /design/flow/design.v
export SDC_FILE = /design/flow/constraint.sdc
export NUM_CORES = 4
export LEC_CHECK = 1
export CORE_UTILIZATION = 50
==> constraint.sdc <==
current_design AMBA_APB

set clk_period 5.9
set clk_io_pct 0.2

create_clock -name clk0 -period $clk_period [get_ports {pclk}]

set non_clock_inputs [all_inputs -no_clocks]
set_input_delay [expr $clk_period * $clk_io_pct] -clock clk0 $non_clock_inputs
set_output_delay [expr $clk_period * $clk_io_pct] -clock clk0 [all_outputs]
==> impl.org <==
#+TITLE: Flow metrics

** Clock network
- Num CTS Buffers :: 105
- Number of sinks on the clock net :: 1060
- Postcts setup bufs :: 0
- As reported, the later end of the worst-skew pair has a clock insertion delay of 0.68 ns.
- TritonCTS built the clock tree.
- CTS root buffer :: sky130_fd_sc_hd__clkbuf_16
- Per the post-CTS timing run, clock transition at the registers of the reported paths is 0.06 ns.
- CTS resizes :: 0
- Hold-fix buffers at CTS :: 0
- Deepest level of the CTS H-tree :: 3
- Clock tree buffer depth :: 3

** Synth
- Of the total synthesized cell area, the portion taken by full adders, half adders and majority gates is 0.
- After synthesis the netlist holds a flip-flop and latch count of 1060.
- Post-synth EDFFs :: 1024
- Yosys reported that registers with async set or reset make up 0.0340.
- Average cell area after synthesis :: 17.6 um2
- The cell-mix breakdown from Yosys lists the simple-gate area share as 0.0498.
- Number of standard cells reported by yosys :: 2244
- After technology mapping, the gate count stands at 2244.
- For this run, the number of Yosys warnings is 2.
- Per Yosys stat, the portion of area used by sequential elements is 0.802.
- Multiplexer share :: 0.0284
- Among the non-sequential cells, AND-OR/OR-AND gates take the most area.
- Netlist cell types :: 64
- Area of the synthesized netlist per yosys stat :: 0.0394 mm2
- Looking at the cell usage after synthesis, the top flip-flop cell is sky130_fd_sc_hd__edfxtp_1.
- In this run, the synthesized area fraction spent on AND-OR/OR-AND gates is recorded as 0.102.
- The synthesized netlist occupies a cell area of 0.0394 mm2.
- XOR/XNOR Fraction of Synth Area :: 0

** GRT
- Entering global routing, the biggest net connects 41 pins.
- The global route stage reports its total congestion overflow as 0.
- The via count of the first global-routing pass was 24100.
- The first global-routing pass estimated 170 mm of wire.
- Number of antenna violations at the first check in global routing :: 2
- Summed over all routing layers, the global router reports a total usage of 0.345.

** Final timing
- Derived from the worst setup path, the maximum achievable clock frequency is 0.244 GHz.
- Crit share post-route :: 0.696
- Once routing completed, OpenROAD measured the worst setup slack at 1.80 ns.
- Worst relative slew slack :: 0.185
- Final number of setup-violating endpoints :: 0
- Worst-margin pin slew :: 1.22 ns
- Clock period minus final worst setup slack :: 4.10 ns
- The final max-slew violation count recorded for this run is 0.
- Hold is met by 0.474 ns.
- Setup skew after layout :: 0.0363 ns
- Summed over all failing endpoints, the final setup total negative slack is 0 ns.
- The final hold violation count recorded for this run is 0.
- Setup repair after global routing left no endpoint under its margin.

** Setup path
- Cells along the critical path :: buf_2 > buf_4 > nand2b_1 > nor2_1 > buf_4 > a22oi_1 > o2111ai_1 > a2bb2oi_1
- Slowest stage cell on the critical path :: sky130_fd_sc_hd__nor2_1
- Crit path required time :: 6.50 ns
- The cell that appears most often on the critical path is sky130_fd_sc_hd__buf_4.
- The setup check on the worst reg-to-reg path leaves a slack of 2.88 ns.
- Cell family with most CP delay :: simple AND/OR/NAND/NOR gates
- Delay of the slowest cell on the worst path :: 1.16 ns
- CP Capture Type :: flop
- Buffering stage count on the worst path with inverters included :: 3
- According to the timing report, the arrival time at the worst endpoint equals 4.70 ns.
- Of all nets on the critical path, the largest fanout is 29.
- Looking at the setup timing report, the critical path kind is in2reg.
- Kind of start point of the critical path :: input pin

** Pwr
- The worst VDD IR drop from the latest analysis is 0.290 mV.
- Summed over all nets, the switching power comes to 3.13 mW.
- The internal power of the cells totals 12.1 mW.
- The power report attributes to the sequential group a share of 0.540.
- Power share of the clock group :: 0.425
- Total power for the finished layout comes to 15.3 mW.
- The share of total power dissipated in combinational logic is 0.035.
- Fraction of power spent switching nets :: 0.205
- The leakage power in the latest report is 14.6 nW.
- Pwr/cell area :: 335 mW/mm2

** Routing
- The final route contains 22900 vias.
- The final layout contains routed wiring with a total length of 120 mm.
- After detailed routing, the number of vias per cell comes to 6.41.
- After detailed routing, the number of remaining DRC violations is 0.
- 0 antenna diodes ended up in the layout.
- Iteration count of the initial detailed-routing pass :: 6
- Iteration-0 DRC count of the detailed router :: 1701
- Final antenna-violating net count :: 0
- Routed length per placed instance :: 33.4 um

** Status
- Result of the run :: finished, final reports clean

** Place
- HPWL after DPL :: 72.0 mm
- Post-placement cell area :: 0.0422 mm2
- Routability congestion estimate from global placement :: 0.942
- The number of placed instances, taps included, is 3381.
- # port buffers :: 74
- Minimum setup slack after placement :: 1.27 ns

** Cells and area
- Top library cells by usage in the layout, fill and taps aside :: 1024 x sky130_fd_sc_hd__edfxtp_1, 287 x sky130_fd_sc_hd__a22oi_1, 144 x sky130_fd_sc_hd__buf_4
- Final Core Density :: 0.587
- Fraction of final layout cells with drive strength greater than 1 :: 0.151
- Per the run report, area growth between synthesis and finish was 15.7%.
- Final instance area :: 0.0456 mm2
- Final Non-Filler Cells :: 3580
- Leaving out fill and tap cells, the most frequent cell in the layout is sky130_fd_sc_hd__edfxtp_1.

** Die
- Ports :: 75
- The die covers 0.0800 mm2.
- Die extent in y :: 283 um
- Core outline area :: 0.0777 mm2
- Floorplan-stage core utilization :: 0.508
- The die is 283 um wide.
- For reference, the placement row count at floorplan is 102.

** Worst hold path
- The path class of the tightest hold or removal check is reg2reg.

** Flow run
- Across all stage logs, warnings added up to 26.
- Per the run summary, max-cap violations total 0.
[per-layer routing]
| layer | GRT usage | up-vias | share of wire |
|---|---|---|---|
| met2 | 0.452 | 1845 | 0.43 |
| met3 | 0.310 | 304 | 0.21 |
| li1 | - | 9641 | - |
| met4 | 0.0999 | 16 | 0.040 |
| met1 | 0.428 | 11100 | 0.31 |
| met5 | 0.0543 | - | 0.0037 |
[logic make-up (layout without fill, tap and decap cells)]
| kind of cell | Yosys count | count (layout) |
|---|---|---|
| buffers and inverters | 126 | 422 |
| DFF | 1060 | 1060 |
| and+or+nand+nor | 384 | 384 |
| muxes | 109 | 109 |
| AOI/OAI and AO/OA | 565 | 565 |
[sequential cells by signal, summed over array words and instances (netlist names)]
register,count
pready,1
prdata,32
state,3
mem,1024
[final timing paths]
check / cells past startpoint / startpoint / end
max: 8 / paddr[2] / prdata[10]
min: 2 / state[0] / state[2]
max reg2reg: 4 / state[1] / mem[29][25]
min reg2reg: 2 / state[0] / state[2]
max in group asynchronous: 2 / prst_n / state[0]
min in group asynchronous: 1 / prst_n / prdata[7]
[layout make-up]
cell class,count,area (um2)
fill,5561,32100
sequential,1060,31700
multi-input combinational,1058,7400
clock buffer,152,2990
timing repair buffer,220,1860
tap,1040,1300
clock inverter,47,412
inverter,3,11.3
[power by group through the flow]
stage	Clock [mW]	Combinational, mW	Sequential (mW)
4_1_cts	6.57	0.525	8.26
6_report	6.49	0.534	8.26
5_1_grt	6.85	0.567	8.25
[synthesized netlist by cell type, types with 14 or more instances]
cell | number | area (um2)
sky130_fd_sc_hd__a221oi_1 | 22 | 193
sky130_fd_sc_hd__or3_1 | 17 | 106
sky130_fd_sc_hd__nand4_1 | 39 | 244
sky130_fd_sc_hd__mux2i_1 | 95 | 951
sky130_fd_sc_hd__a22oi_1 | 287 | 2150
sky130_fd_sc_hd__nor4_1 | 14 | 87.6
sky130_fd_sc_hd__and3_1 | 15 | 93.8
sky130_fd_sc_hd__nor3_1 | 27 | 135
sky130_fd_sc_hd__buf_2 | 53 | 265
sky130_fd_sc_hd__clkbuf_1 | 41 | 154
sky130_fd_sc_hd__o22ai_1 | 38 | 238
sky130_fd_sc_hd__o21ai_0 | 56 | 280
sky130_fd_sc_hd__edfxtp_1 | 1024 | 30700
sky130_fd_sc_hd__a2bb2oi_1 | 16 | 140
sky130_fd_sc_hd__a22o_1 | 20 | 175
sky130_fd_sc_hd__a21oi_1 | 66 | 330
sky130_fd_sc_hd__dfrtp_1 | 35 | 876
sky130_fd_sc_hd__nand2_1 | 98 | 368
sky130_fd_sc_hd__nor2_1 | 87 | 327
sky130_fd_sc_hd__o2111ai_1 | 14 | 123
sky130_fd_sc_hd__nand3_1 | 25 | 125
[tightest hold or removal path: stages (launching register included)]
cell and delay (ns):
sky130_fd_sc_hd__dfstp_2 0.36, sky130_fd_sc_hd__inv_1 0.04, sky130_fd_sc_hd__nor2_1 0.04
Power figures rest on the tool's default switching activity, not on a simulated workload.
